## design/flow/run.sh

```bash
#!/bin/bash
# OpenROAD 26Q1-2900-gdf79404cd8, Yosys 0.63+post, stock flow scripts
make -C /OpenROAD-flow-scripts/flow DESIGN_CONFIG=/design/flow/config.mk WORK_HOME=/design/flow/orfs finish
```

## design/flow/constraint.sdc

```tcl
current_design fenPin

set clk_period 3.3
set clk_io_pct 0.2

create_clock -name clk0 -period $clk_period [get_ports {inclk}]

set non_clock_inputs [all_inputs -no_clocks]
set_input_delay [expr $clk_period * $clk_io_pct] -clock clk0 $non_clock_inputs
set_output_delay [expr $clk_period * $clk_io_pct] -clock clk0 [all_outputs]
```

## design/flow/config.mk

```make
export PLATFORM = sky130hd
export DESIGN_NAME = fenPin
export DESIGN_NICKNAME = fenPin
export VERILOG_FILES = /design/flow/design.v
export SDC_FILE = /design/flow/constraint.sdc
export NUM_CORES = 4
export LEC_CHECK = 1
export CORE_AREA = 10 10 76 76
export DIE_AREA = 0 0 86 86
```

## design/flow/design.v

```verilog
module fenPin(
    input inclk,
    output outclk
    );
    reg [31:0]timeclk;
    assign outclk = timeclk[12];
    initial begin
    timeclk = 0;
    end
    always@(posedge inclk)begin
    timeclk = timeclk +1;
    end
endmodule
```

==> Slide: Implementation Results <==
Key Metrics from the Run

Pwr
  • Maximum VDD drop: 0.188 mV
  • P per Cell Area: 482 nW/um^2
  • Pleak: 0.250 nW

Synthesis
  • Post-synthesis average cell area: between 10 and 15 sq um
  • Top cell area share: between 50% and 60%
  • Post-synthesis cell area: approximately 500 sq um
  • # Cells Yosys: between 40 and 50
  • Post-synth seq share: roughly 53%
  • Synthesis area per yosys: roughly 490 sq um
  • Yosys cell types: 12
  • Post-Synthesis Cells: around 45
  • Synth warn: 1
  • Cell area leaders: dfxtp_1 53%, xor2_1 16%, nor3_2 8.1%
  • Synth area leader: dfxtp_1
  • Flops out of synthesis: 13

Floorplanning
  • Core area: a little over 4000 sq um
  • Fp_density: 12.0%
  • Die W: about 86 um
  • Die y size: about 86 um
  • Die area: 7400 sq um
  • I/O pins: 2
  • Row cnt: 23

Setup path
  • Critical Path Source Type: register
  • Type of the worst setup path: register to primary output
  • CP Capture Type: primary output
  • Crit-path cells: clkdlybuf4s50_1
  • Delay-heaviest family, CP: buffers and inverters
  • Data required, critical path: between 2 and 3 ns
  • Max stage delay cell, worst path: clkdlybuf4s50_1
  • Max FO, Critical Path: 2
  • Slowest stage delay, CP: ~0.47 ns
  • Buffers plus inverters on the worst setup path: 1
  • Worst Path Arrival: between 1 and 1.5 ns

Timing
  • Final setup vio count: 0
  • Max Freq: 588 MHz
  • Setup TNS Final: 0 ns
  • Rel. slew slack: a little under 90%
  • Min cycle time layout: about 1.7 ns
  • Endpoints failing hold: 0
  • Clock Skews: between 0.001 and 0.0015 ns
  • Measured slew at the worst slew-check pin: roughly 0.19 ns
  • Fin crit share: approximately half
  • Slew Viols, Final: 0
  • Unrepaired setup endpoints after global routing: no
  • Final hold slack: 0.428 ns

Drt
  • Pre-antenna DRT Iters: 4
  • Total routed wirelength: between 600 and 700 um
  • Vias/cell: around 3.0
  • DR DRC count: 0
  • ANT cells: 0
  • Total number of vias: 300
  • Routed Antenna Nets: 0
  • Routed wire per std cell: around 6.7 um
  • Initial drt markers: 12

Clock tree
  • Num CTS Buffers: 3
  • CTS tree: yes
  • Root buffer cell: clkbuf_8
  • Clock sink total: 13
  • H-tree depth: 1
  • Hold buffers post-CTS: 0
  • Post-CTS resize count: 0
  • Worst-case clock buffer depth: 2
  • Worst skew pair latency: 0.24 ns
  • Clk slew on worst S/H paths: around 0.05 ns
  • Postcts setup bufs: 0

Min path
  • Hold/Removal Path Class: register to register

Placed design
  • DPL Wire Length: approximately 480 um
  • RePlAce Congestion: 0.767
  • IO buf count: 1
  • Placed Cells: 96
  • Placed instance area: about 570 sq um

Layout
  • Post-route design area: just over 600 sq um
  • Largest register FFs: 13
  • Share of cells above drive strength 1: 18.0%
  • Final Non-Filler Cells: approximately 100
  • Layout area overhead: 23.8%

Status
  • Status: complete, no violations

Global routing
  • GRT overflow: 0
  • Initial antenna violation count: 0
  • Overall routing resource usage: 1.95%
  • First-pass GRT wire length: between 1000 and 1500 um
  • Vias in the first global route: between 200 and 300
  • Largest net degree at the start of global routing: 8

Run
  • Log Warnings: 25
  • Number of max-cap violations: 0
## layer usage
layer	up-vias	track usage [%]	wire length, um
li1	161	-	-
met1	129	2.46	333
met2	8	2.37	239
met3	2	1.81	84
met4	0	0.299	9
met5	-	0	0
## through the flow
stage | util, % | setup WS (ns) | total power [mW]
after floorplan | - | 2.19 | 0.160
after global placement | 13.8 | 1.85 | 0.160
after detailed placement | 13.8 | 1.84 | 0.160
after CTS | 14.9 | 1.58 | 0.297
after global routing | 14.9 | 1.53 | 0.306
final | 14.9 | 1.60 | 0.295
## cell usage in the layout (no fill, tap or decap), drive strengths merged
master | Yosys | routed
dfxtp | 13 | 13
xor2 | 9 | 9
nor3 | 4 | 4
nor2 | 4 | 4
nand4 | 4 | 4
clkbuf | 0 | 4
nand2 | 3 | 3
nand3 | 3 | 3
inv | 2 | 2
xnor2 | 2 | 2
ha | 1 | 1
clkdlybuf4s50 | 0 | 1
## cells in the mapped netlist
library cell and count:
dfxtp_1 13, ha_1 1, inv_1 2, nand2_1 3, nand3_1 2, nand3_2 1, nand4_1 3, nand4_2 1
nor2_1 4, nor3_2 4, xnor2_1 2, xor2_1 9
## final timing paths
check / depth (start not counted) / endpoint / from / slack, ns
max: 1 / outclk / timeclk[12]$_DFF_P_ / 1.60
min: 1 / timeclk[0]$_DFF_P_ / timeclk[0]$_DFF_P_ / 0.43
max reg2reg: 4 / timeclk[10]$_DFF_P_ / timeclk[0]$_DFF_P_ / 2.07
min reg2reg: 1 / timeclk[0]$_DFF_P_ / timeclk[0]$_DFF_P_ / 0.43
## layout make-up
class / count / area, sq um
inverters: 2 / 7.51
multi-input cells: 30 / 226
well taps: 50 / 62.6
clock buffers: 4 / 45.0
flip-flops and latches: 13 / 260
repair buffers: 1 / 10.0
fillers: 457 / 3500
## kinds of logic after synthesis
family | Yosys count | share of synthesized area, %
AND/OR/NAND/NOR | 18 | 23.8
adder cells (fa/ha/maj) | 1 | 2.53
XOR/XNOR | 11 | 19.5
buffers and inverters | 2 | 1.52
flip-flops | 13 | 52.7
## report_power, final
part | switching (mW) | internal, mW
Clock | 0.0527 | 0.0850
Combinational | 0 | 0
Sequential | 0 | 0.157
Total | 0.0527 | 0.242
Power is estimated from default activity; no workload was simulated.
