==> design.v <==
module clock(
    input show,
    input clk,
    input pause,
    input rst,
    output reg[6:0]sm_seg
    );
reg [3:0]timesec0;
initial begin
sm_seg=1;
timesec0=0;
end
always @(posedge clk) begin
        if(pause) begin
            if(timesec0==9) timesec0=0;
        else timesec0=timesec0+1;  
    end
        if(~pause) timesec0=0;
end
always@(posedge show or negedge rst)
begin
    if(!rst)
        begin
        sm_seg = 7'b0000000;
        end
    else
        case(timesec0)
                0:sm_seg= 7'b1111110;                      
                1:sm_seg= 7'b0110000;                      
                2:sm_seg= 7'b1101101;                      
                3:sm_seg= 7'b1111001;                      
                4:sm_seg= 7'b0110011;                      
                5:sm_seg= 7'b1011011;                      
                6:sm_seg= 7'b1011111;                      
                7:sm_seg= 7'b1110000;                      
                8:sm_seg= 7'b1111111;                      
                9:sm_seg= 7'b1111011;                      
                default:
                sm_seg= 7'b0000000;                         
        endcase
end
endmodule
==> run.sh <==
#!/bin/bash
# OpenROAD 26Q1-2900-gdf79404cd8, Yosys 0.63+post, stock flow scripts
make -C /OpenROAD-flow-scripts/flow DESIGN_CONFIG=/design/flow/config.mk WORK_HOME=/design/flow/orfs finish
==> config.mk <==
export PLATFORM = sky130hd
export DESIGN_NAME = clock
export DESIGN_NICKNAME = clock
export VERILOG_FILES = /design/flow/design.v
export SDC_FILE = /design/flow/constraint.sdc
export NUM_CORES = 4
export LEC_CHECK = 1
export CORE_AREA = 10 10 75 75
export DIE_AREA = 0 0 85 85
==> constraint.sdc <==
current_design clock

set clk_period 2.6
set clk_io_pct 0.2

create_clock -name clk0 -period $clk_period [get_ports {clk}]
create_clock -name clk1 -period $clk_period [get_ports {show}]

set non_clock_inputs [all_inputs -no_clocks]
set_input_delay [expr $clk_period * $clk_io_pct] -clock clk0 $non_clock_inputs
set_output_delay [expr $clk_period * $clk_io_pct] -clock clk0 [all_outputs]
==> metrics.cfg <==
[outcome]
status=complete, no violations

[worst_setup_path]
cp_top_family=buffers and inverters
cp.arrival_ns=0.99
worst_path_largest_cell_delay_ns=0.46
critical-path-slowest-cell=clkdlybuf4s50_1
endpoint_kind=primary output
path_class=flop to primary output
cp.required_ns=2.08
crit_start=sm_seg[3]
reg2reg_from=timesec0[0]
worstPathMaxFanout=1
path_cells=clkdlybuf4s50_1
startpoint_type=flop
timing.critical_path.buf_inv=1

[layout]
stdcell_area_um2=782
stdcell_count=117
area_growth_syn_to_layout_pct=41.1
comb_area_um2=269
regArea_um2=255
fill_cells=414
drive_gt1_share_pct=17.9

[sta]
fin_skew_ns=0.00146
tightestPinTransition_ns=0.343
slew_headroom_pct=77.1
tns_ns=0
drv_slew=0
setup_violations=0
hold_viol=0
rsz0062_at_grt=no
timing.hold.ws_ns=0.546

[drt]
initialDrtViolationCount=35
antenna-diode-count=0
drc_errors=0
antenna_left=0
dr_total_vias=393
viasPerCell=3.36
drt-pass1-iter-count=4
routed_wl_um=1020
avgRoutedWirePerCell_um=8.75

[placement]
dp_cells=110
port_buffers=9
post_dp_cell_area_um2=696
gp_congestion=0.763
dp_hpwl_um=787

[global_routing]
grt_pass1_vias=423
overflow=0
grt_max_degree=9
grt.total_usage_pct=2.95
antenna_found_initial=0
grt_first_pass_wirelength_um=1790

[logic_synthesis]
ys.flop_type=dfrtp_1
avgSynthCellArea_um2=10.7
syn_inst=52
ys_top_cells_by_count=8 x ha_1, 7 x dfrtp_1, 5 x o21ai_0
ys_async_sr_fraction_pct=63.6
area_leaders=dfrtp_1 32%, ha_1 18%, dfxtp_1 14%, o21ai_0 4.5%, a211oi_2 2.3%
synth-edff-count=0
synth.most_common_cell=ha_1
largest_area_cell=dfrtp_1
synth-seq-cells=11
synth_cell_types=24
ys_warn_count=1
synthDominantCellAreaShare_pct=31.6
ys_chip_area_um2=554
yosys_cells=52
syn-cell-area_um2=554
ys_seq_share_pct=46.0

[floorplanning]
dieArea_um2=7230
die_width_um=85
core_area_um2=4060
io_pins=11
fp-utilization_pct=13.7
rows=23
dieHeight_um=85

[clock_network]
tritoncts=done
clk_pin_slew_worst_paths_ns=0.04
cts-hold-fix-buffers=0
ctsResizeCount=0
cts_setup_buffers=0
clock_sinks=11

[job]
tool_warnings=33
maxCapViolCount=0

[power]
p_per_area_nw_per_um2=694
ir_drop_uv=368
leakagePower_nw=0.308

[min_path]
worst_hold_path_type=input pin to async pin

## layer usage
layer | share of wire (%) | vias to the layer above | GRT usage, %
li1 | - | 203 | -
met1 | 52 | 175 | 3.93
met2 | 34 | 15 | 3.07
met3 | 14 | 0 | 2.79
met4 | 0 | 0 | 1.05
met5 | 0 | - | 0
## sequential cells by signal (all words and copies together), names as in the netlist
register  flops
sm_seg        7
timesec0      4
## final timing paths
check | to | cells past startpoint | slack [ns]
worst max-delay path | sm_seg[3] | 1 | 1.09
worst min-delay path | sm_seg[5] | 1 | 0.55
worst max register to register | sm_seg[5] | 3 | 1.33
worst min register to register | sm_seg[0] | 1 | 0.56
max in group clk1 | sm_seg[5] | 3 | 1.33
max in group asynchronous | sm_seg[0] | 1 | 1.84
min in group clk1 | sm_seg[0] | 1 | 0.56
min in group clk0 | timesec0[2] | 2 | 0.60
## report_power, final
group / internal [mW] / switching [mW] / leakage [nW]
sequential: 0.189 / 0.0126 / 0.108
combinational: 0.0426 / 0.0263 / 0.156
clock: 0.204 / 0.0685 / 0.0443
total: 0.435 / 0.107 / 0.308
## per-stage QoR
step           total power [mW]  utilization (%)  setup WS (ns)
3_5_place_dp              0.274             17.1           1.29
4_1_cts                   0.556             19.3           1.07
3_3_place_gp              0.273             17.1           1.30
6_report                  0.543             19.3           1.09
2_1_floorplan             0.231                -           1.48
5_1_grt                   0.578             19.3           1.03
## kinds of logic after synthesis
group | count (synthesis) | share of synthesized area (%)
xor gates and xnor gates | 1 | 1.58
buffers and inverters | 6 | 5.42
and+or+nand+nor | 12 | 12.2
DFF | 11 | 46.1
AOI/OAI and AO/OA | 14 | 16.7
adders and majority gates | 8 | 18.1
## layout by cell type (no fill, tap or decap), types with 2 or more instances in the layout
cell / Yosys / routed
inv_2: 3 / 3
o22ai_1: 2 / 2
nand2_1: 2 / 2
a21oi_1: 2 / 2
o21ai_0: 5 / 5
dfxtp_1: 4 / 4
ha_1: 8 / 8
nor2_1: 3 / 3
inv_1: 2 / 2
dfrtp_1: 7 / 7
clkbuf_8: 0 / 6
clkdlybuf4s50_1: 0 / 9
## layout make-up
type / instances / area share [%]
inverters: 5 / 2.40
well taps: 50 / 8.00
flip-flops and latches: 11 / 32.6
multi-input cells: 35 / 34.4
clock buffers: 7 / 11.0
repair buffers: 9 / 11.5
No activity file was given, so power comes from the tool's default toggle rates.
