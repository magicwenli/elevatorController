[flow/design.v]
`timescale 1ns / 1ps
module counter(
    input clk,
    input SW0,
    input SW1,
    output reg [3:0] reset,
    output reg [3:0] sl_reg
);
initial begin
sl_reg = 0;
reset = 0;
end
always @(posedge clk)begin
   case({SW1,SW0})
   2'b01: begin sl_reg=sl_reg-1; reset=sl_reg; end
   2'b10: begin sl_reg=sl_reg+1; reset=sl_reg; end
   default: begin reset = sl_reg; end
   endcase
end
endmodule
[flow/run.sh]
#!/bin/bash
# OpenROAD 26Q1-2900-gdf79404cd8, Yosys 0.63+post, stock flow scripts
make -C /OpenROAD-flow-scripts/flow DESIGN_CONFIG=/design/flow/config.mk WORK_HOME=/design/flow/orfs finish
[flow/config.mk]
export PLATFORM = sky130hd
export DESIGN_NAME = counter
export DESIGN_NICKNAME = counter
export VERILOG_FILES = /design/flow/design.v
export SDC_FILE = /design/flow/constraint.sdc
export NUM_CORES = 4
export LEC_CHECK = 1
export CORE_AREA = 10 10 70 70
export DIE_AREA = 0 0 80 80
[flow/constraint.sdc]
current_design counter

set clk_period 2.1
set clk_io_pct 0.2

create_clock -name clk0 -period $clk_period [get_ports {clk}]

set non_clock_inputs [all_inputs -no_clocks]
set_input_delay [expr $clk_period * $clk_io_pct] -clock clk0 $non_clock_inputs
set_output_delay [expr $clk_period * $clk_io_pct] -clock clk0 [all_outputs]
==> flow_summary.ini <==
; flow metrics
[yosys]
yosysWarnings = 1
common_cells = buf_4 (4), edfxtp_1 (4), inv_1 (4)
ys_seq_share_pct = 45.3
async_reset_ff_share_pct = 0
avgSynthCellArea_sq_um = 12.6
yosys-stat-area_sq_um = 265
synth.distinct_cells = 9
ys_ff = 4
top_area_share_pct = 45.3
edf_count = 4
yosysTopAreaCell = edfxtp_1
syn_area_sq_um = 265
flop_cell = edfxtp_1
ys_cells = 21
synth_cells = 21
area_leaders = edfxtp_1 (45%), ha_1 (14%), buf_4 (11%), fa_1 (7.5%), xnor2_1 (6.6%)

[pwr]
combPwrFrac_pct = 39.7
p_switching_mw = 0.105
vdd_drop_max_v = 0.000194
internal-power_mw = 0.314
p_seq_share_pct = 36.7
clkPwrFrac_pct = 23.6
p_sw_share_pct = 25.0
leakagePower_nw = 0.160
power.density_nw_per_um2 = 991

[drt]
via_per_inst = 2.47
dr.pass1.iters = 4
routedWlPerCell_um = 6.60
ant_nets = 0
drc_errors = 0
vias = 190
drtIter0Drc = 15
totalWireLength_um = 508
antenna_cells = 0

[timing]
holdWs_ps = 659
hold_violations = 0
max_freq_mhz = 534
tightest_slew_ps = 213
fin_crit_sh_pct = 89.1
max_slew_margin_pct = 85.8
rsz0062_at_grt = false
min_period_ps = 1870
slew_viol_final = 0
fin_skew_ps = 1.48
finalSetupViolations = 0

[critical_path]
r2r_end = sl_reg[3]
crit_fanout = 3
r2r-start = sl_reg[1]
arrival_ps = 1860
startpoint_type = input port
reg2reg_depth = 4
required_ps = 2090
setup.worst_path.end_class = flop
worst-setup-path-type = input port to flop
critical_path.startpoint = SW0
reg2reg_slack_ps = 690

[placed_design]
hpwlAfterDp_um = 415
port_buffers = 10
gp_congestion = 0.737
dpl-instance-area_sq_um = 400

[clock_tree]
clk_pin_slew_ps = 40
cts_tree = built
cts-root-buf = clkbuf_4
cts_setup_buffers = 0
cts_max_path_buffers = 2
clock.latency.late_pin_ps = 240
cts_resized = 0
cts.sinks = 4
cts_made_buffers = 3
ctsHoldBuffers = 0
htreeDepth = 1

[cells_and_area]
final_cell_area_sq_um = 423
fillers = 393
combGateArea_sq_um = 100
largest_reg_flops = 4
areaGrowthSynthToFinish_pct = 59.4
regArea_sq_um = 120
drive_above_1_share_pct = 16.1

[global_routing]
grt_pass1_wl_um = 862
grt_max_degree = 6
global_route.usage.total_pct = 1.61
antenna_found_initial = 0
overflow = 0
grt_pass1_vias = 195

[hold_path]
min_to = sl_reg[0]
hold_start = sl_reg[0]
hold_depth = 1
min_path_type = flop to flop

[die]
core.rowCount = 21
core-area_sq_um = 3420
die_y_um = 80
io_pins = 11
chipArea_sq_um = 6400
die_width_um = 80
fp_util_pct = 7.77

[outcome]
outcome = finished clean

[run]
drv_cap = 0
warnings = 25
## worst max-delay path: stages
cell and delay, ps:
clkdlybuf4s50_1 450, inv_1 40, ha_1 210, inv_1 100
ha_1 230, a21o_1 170, a21oi_2 150, xnor2_1 80
## layout make-up
cell class,count,area share [%]
Timing Repair Buffer,11,25.4
Inverter,4,3.55
Multi-Input combinational cell,9,23.7
Sequential cell,4,28.4
Clock buffer,3,5.33
Tap cell,46,13.6
## cells in the final DEF, fill, tap and decap left out, drive strengths merged
cell type	count
edfxtp	4
xor2	1
inv	4
xnor2	2
a21o	1
clkdlybuf4s50	10
ha	3
fa	1
a21oi	1
buf	1
clkbuf	3
## metrics by stage
step / cells / power [mW] / setup WS, ps / util, % / setup TNS, ps
3_5_place_dp: 74 / 0.327 / -20.1 / 11.7 / -20.1
3_3_place_gp: 74 / 0.327 / -6.89 / 11.7 / -6.89
6_report: 77 / 0.419 / 228 / 12.4 / 0
4_1_cts: 77 / 0.429 / 231 / 12.4 / 0
5_1_grt: 77 / 0.451 / 154 / 12.4 / 0
2_1_floorplan: 21 / 0.244 / 510 / - / 0
## how the worst max path moves through the flow
stage,endpoint,slack (ps),depth (start not counted)
after CTS,sl_reg[3],230,8
after global routing,sl_reg[3],150,8
final,sl_reg[3],230,8
## layer usage
layer  share of wire [%]  GRT usage [%]  vias to the layer above
met5                   0              0                        -
met4                 1.6          0.528                        0
met3                  17           1.14                        2
met2                  47           2.33                       13
met1                  35           1.82                       90
li1                    -              -                       85
## power by group through the flow
stage | combinational [mW] | sequential [mW] | clock [mW]
after CTS | 0.171 | 0.155 | 0.103
after global routing | 0.186 | 0.159 | 0.106
final | 0.166 | 0.154 | 0.0991
## kinds of logic (layout without fill, tap and decap cells)
family | count (synthesis) | in the layout | synth area share [%]
XOR/XNOR | 3 | 3 | 9.91
buffers and inverters | 8 | 18 | 17.0
AND-OR/OR-AND | 2 | 2 | 6.13
adder cells (fa/ha/maj) | 4 | 4 | 21.7
flip-flops | 4 | 4 | 45.3
Power is estimated from default activity; no workload was simulated.
